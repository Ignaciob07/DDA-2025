## ./config.mk

```make
export PLATFORM = sky130hd
export DESIGN_NAME = register_file
export DESIGN_NICKNAME = register_file
export VERILOG_FILES = /design/flow/design.v
export SDC_FILE = /design/flow/constraint.sdc
export NUM_CORES = 4
export LEC_CHECK = 1
export CORE_UTILIZATION = 30
```

## ./constraint.sdc

```tcl
current_design register_file

set clk_period 3.8
set clk_io_pct 0.2

create_clock -name clk0 -period $clk_period [get_ports {clock}]

set non_clock_inputs [all_inputs -no_clocks]
set_input_delay [expr $clk_period * $clk_io_pct] -clock clk0 $non_clock_inputs
set_output_delay [expr $clk_period * $clk_io_pct] -clock clk0 [all_outputs]
```

## ./design.v

```verilog
module register_file
  (
   out_rf_to_micro_data              ,
   out_soft_reset                    ,
   out_enables_module                ,
   in_log_capture_data               ,
   in_micro_to_rf_data               ,
   in_reset                          ,
   log_ram_run_from_micro            ,
   log_read_devices                  ,
   clock
   );
   parameter NB_GPIOS              = 32;
   parameter NB_ENABLE_TOTAL       = 2 + 2;
   parameter NB_GPIO_DATA          = 23;
   parameter NB_GPIO_ADDRESS       = 8;
   parameter NB_LOG_READ_DEVICES   = 15 + 1 + 1;
   output reg [NB_GPIOS            - 1 : 0] out_rf_to_micro_data ;
   output reg                               out_soft_reset       ;
   output reg [NB_ENABLE_TOTAL     - 1 : 0] out_enables_module   ;
   input [NB_GPIOS                 - 1 : 0] in_log_capture_data  ;
   input [NB_GPIOS                 - 1 : 0] in_micro_to_rf_data  ;
   input                                    in_reset             ;
   input                                    clock                ;
   output reg                               log_ram_run_from_micro;
   output reg [NB_LOG_READ_DEVICES - 1 : 0] log_read_devices;
   reg [NB_GPIOS - 1 : 0]               from_micro_data;
   wire [NB_GPIO_DATA - 1 : 0]          micro_data;
   wire                                 micro_reg_en;
   wire [NB_GPIO_ADDRESS - 1 : 0]       micro_dir;
   reg [NB_GPIO_ADDRESS - 1 : 0]        gpio_return_select;
   assign micro_data   = from_micro_data[22:0];
   assign micro_reg_en = from_micro_data[23];
   assign micro_dir    = from_micro_data[31:24];
   always @(posedge clock) begin:crossregs
	  from_micro_data  <= in_micro_to_rf_data;
   end
   always @(posedge clock) begin:regs
	    if(in_reset) begin
	       gpio_return_select                 <= {NB_GPIO_ADDRESS{1'd0}};
         out_soft_reset                     <= 1'd1;
         out_enables_module                 <= {NB_ENABLE_TOTAL{1'd0}};
         log_ram_run_from_micro             <= 1'd0;
         log_read_devices                   <= {NB_LOG_READ_DEVICES{1'b0}};
	  end
	  else begin
	     if(micro_reg_en) begin	
	        case(micro_dir)
		        8'd0  : gpio_return_select                 <= micro_data[NB_GPIO_ADDRESS-1:0]  ;
            8'd1  : out_soft_reset                     <= micro_data[0]    ;
            8'd2  : out_enables_module                 <= micro_data[NB_ENABLE_TOTAL-1:0]  ;
            8'd6  : log_ram_run_from_micro             <= micro_data[0];
            8'd7  : log_read_devices                   <= micro_data[NB_LOG_READ_DEVICES-1:0];
            default: gpio_return_select                <= micro_data[NB_GPIO_ADDRESS-1:0]  ;
	        endcase  
	     end
	  end  
   end  
   always @ (posedge clock) begin
      case(gpio_return_select)
	    8'd0    : out_rf_to_micro_data <= in_log_capture_data;
	    default : out_rf_to_micro_data <= in_log_capture_data;
      endcase  
   end  
endmodule  
```

## ./run.sh

```bash
#!/bin/bash
# OpenROAD 26Q1-2900-gdf79404cd8, Yosys 0.63+post, stock flow scripts
make -C /OpenROAD-flow-scripts/flow DESIGN_CONFIG=/design/flow/config.mk WORK_HOME=/design/flow/orfs finish
```

==> changes_impl.md <==
### Metrics

* Outcome: finished clean
* CTS resizes at 0
* Final total power at between 1.5 and 2 mW
* Maximum clock rate at approximately 520 MHz
* CP Launch Type: flip-flop
* CP max-delay cell: clkdlybuf4s50_1
* Post-CTS Hold Fix Bufs at 0
* Worst Tran Pin Value at 0.538 ns
* Vias at 1509
* Fin worst setup slack at 1.86 ns
* Yosys stat area at 2230 um^2
* Max stage delay on crit path at about 0.5 ns
* CP Data Arrival Time at 1.18 ns
* Gr usage total at 11.1%
* Routed WL at 4150 um
* I/O pin count at 121
* Gate power share at 6.6%
* Drc violations at 0
* Port Buffers at 114
* Synth cell types at 14
* Max Cap Violations at 0
* Area grow syn2layout at 64.1%
* Floorplan utilization at 31.0%
* Cells in synth_stat.txt at 160
* Rows at 31
* Initial antenna violation count at 0
* Non-Filler Instances at 384
* Largest net degree at the start of global routing at 23
* Cell Pwr Density at 448 nW/um^2
* Total global routing overflow at 0
* Bufs and invs on worst path at 1
* Setup Buffers After CTS at 0
* DP Cell Count at 368
* Final hold vios at 0
* Clock Pin Slew Worst Setup and Hold Paths at around 0.080 ns
* # diodes at 0
* H-tree levels at 3
* CTS tree: built
* Design area at around 3700 um^2
* Register share after synthesis at between 70 and 80%
* Fin Setup TNS at 0 ns
* Die Width at 88.3 um
* Chip Area at 7800 um^2
* TritonRoute pass-1 iters at 4
* Post-Syn Area at 2230 um^2
* Switch Pwr at between 0.3 and 0.4 mW
* Storage cell area at 1620 um^2
* Sw Share at 19.9%
* Layout cells sized above 1 at 6.67%
* TritonCTS sink count at 81
* Drt wl/cell at roughly 11 um
* Log Warnings at 31
* Die height at 88.3 um
* Reg power frac at 54.3%
* TritonCTS buffer count at 9
* Leading post-synthesis cells by cell area: dfxtp_1 (73%), nand2b_1 (11%), mux2i_1 (10%)
* Root buf cell: clkbuf_8
* Multi-input logic area at ~560 um^2
* Hpwl dp at just under 3000 um
* RSZ-0062 raised after global routing: false
* Slew Limit Fails at 0
* RD Place Congestion at 0.714
* Synth Warn # at 1
* Clk buf depth at 2
* Vias in the first global route at 1459
* Clock Power Share at 39.1%
* Leakage power at 1.40 nW
* Cell type with the largest total area after synthesis: dfxtp_1
* Synth Instances at 160
* First-pass GRT wire length at 6370 um
* Final worst-path cycle share at ~50%
* Crit path kind: flip-flop to output port
* Power Internal at 1.31 mW
* Worst VDD drop at roughly 340 uV
* Critical path capture point type: output port
* Area after DPL at around 3500 um^2
* Worst-path fanout max at 2
* Avg Cell Area, Syn at 14.0 um^2
* Dpl ws at 1.52 ns
* Initial drt markers at 35
* Final Setup Violations at 0
* Crit path max-delay family: buffers and inverters
* Late-Pin Clk Latency at between 0.3 and 0.4 ns
* Slew HR at 64.1%
* Synth top area share at 72.6%
* Fin crit period at about 1.9 ns
* Crit path DRT at ~3 ns
* Core area at 7210 um^2
* Worst Skew at 0.00658 ns
* Worst hold path class: flip-flop to flip-flop
* DRT antenna net count at 0
* FILL cells at 662
* Synthesized flop and latch total at 81
* Critical-path cell list: clkdlybuf4s50_1
* Average via count per standard cell at 3.93
registers in the layout, indices dropped and copies added (netlist names):
register                cells
from_micro_data            26
log_ram_run_from_micro      1
log_read_devices           17
out_enables_module          4
out_rf_to_micro_data       32
out_soft_reset              1
metrics by stage:
stage / util (%) / hold WS, ns
floorplan: - / 0.434
global placement: 47.8 / 0.441
detailed placement: 47.8 / 0.451
CTS: 50.8 / 0.460
global route: 50.8 / 0.481
finish: 50.8 / 0.453
synthesized netlist by cell type, drive strengths merged:
cell    instances
and3b           1
and4            1
buf             2
clkbuf          4
dfxtp          81
mux2i          23
nand2b         39
nand3           2
nand4           1
nor2            2
nor2b           1
nor3            1
nor3b           1
nor4            1
metal layers:
layer / part of all wire (%) / global-route usage, % / wire length [um] / up-vias
met2: 41 / 15.4 / 1720 / 84
met1: 39 / 14.0 / 1620 / 665
met4: 1.9 / 1.91 / 78 / 0
met3: 18 / 8.70 / 730 / 7
li1: - / - / - / 753
met5: 0 / 0 / 0 / -
cells by family after synthesis:
group,share of synthesized area (%)
buffers and inverters,2.46
muxes,10.3
DFF,72.6
and+or+nand+nor,14.7
path summary, 6_finish.rpt:
| path | from | endpoint | slack, ns | cells past startpoint |
|---|---|---|---|---|
| worst min register to register | from_micro_data[13]$_DFF_P_ | log_read_devices[13]$_SDFFE_PP0P_ | 0.45 | 2 |
| worst max-delay path | out_soft_reset$_SDFFE_PP1P_ | out_soft_reset | 1.86 | 1 |
| worst max register to register | from_micro_data[29]$_DFF_P_ | log_read_devices[15]$_SDFFE_PP0P_ | 2.32 | 3 |
| worst min-delay path | from_micro_data[13]$_DFF_P_ | log_read_devices[13]$_SDFFE_PP0P_ | 0.45 | 2 |
layout by cell type, fill, tap and decap left out:
cell type,synthesis,routed
nor2_1,2,2
and4_4,1,1
nor4_4,1,1
bufinv_16,0,1
nor2b_1,1,1
buf_4,0,1
and3b_1,1,1
clkinvlp_4,0,2
nor3_1,1,1
nand4_1,1,1
dfxtp_1,81,81
clkbuf_8,0,11
clkinv_4,0,1
nand3_1,2,2
inv_6,0,1
nand2b_1,39,39
nor3b_1,1,1
mux2i_1,23,23
clkdlybuf4s50_1,0,114
power groups by stage:
stage / logic, mW / clock network (mW) / registers, mW
after CTS: 0.111 / 0.672 / 0.892
after global routing: 0.119 / 0.715 / 0.895
final: 0.109 / 0.642 / 0.891
cell type report:
cell class / instances / share of cell area, %
flip-flops and latches: 81 / 44.2
multi-input cells: 73 / 15.2
repair buffers: 115 / 31.3
well taps: 99 / 3.38
clock inverters: 5 / 1.71
clock buffers: 11 / 4.13
Power and IR drop assume default switching activity.
